[flow/config.mk]
export PLATFORM = sky130hd
export DESIGN_NAME = IEEE_754_maxFunction
export DESIGN_NICKNAME = IEEE_754_maxFunction
export VERILOG_FILES = /design/flow/design.v
export SDC_FILE = /design/flow/constraint.sdc
export NUM_CORES = 4
export LEC_CHECK = 1
export CORE_UTILIZATION = 30
[flow/constraint.sdc]
current_design IEEE_754_maxFunction

set clk_period 9.2
set clk_io_pct 0.2

create_clock -name clk0 -period $clk_period [get_ports {clk}]

set non_clock_inputs [all_inputs -no_clocks]
set_input_delay [expr $clk_period * $clk_io_pct] -clock clk0 $non_clock_inputs
set_output_delay [expr $clk_period * $clk_io_pct] -clock clk0 [all_outputs]
[flow/design.v]
`timescale 1ns / 1ps
module IEEE_754_maxFunction #(
    parameter N = 4   
) (
    input wire clk,
    input wire rst,
    input wire valid_in,   
    input wire [31:0] data_in,   
    output reg [31:0] max_val    
);
    reg [31:0] temp_max;
    reg [2:0] count;   
    always @(posedge clk or posedge rst) begin
        if (rst) begin
            temp_max <= 32'h80000000;  
            max_val <= 32'h80000000;
            count <= 0;
        end else if (valid_in) begin
            if (count == 0) begin
                temp_max <= data_in;   
            end else begin
                if (data_in[30:0] > temp_max[30:0] || 
                   (data_in[30:0] == temp_max[30:0] && data_in[31] == 0)) begin
                    temp_max <= data_in;
                end
            end
            count <= count + 1;
            if (count == N - 1) begin
                max_val <= temp_max;   
            end
        end
    end
endmodule
[flow/run.sh]
#!/bin/bash
# OpenROAD 26Q1-2900-gdf79404cd8, Yosys 0.63+post, stock flow scripts
make -C /OpenROAD-flow-scripts/flow DESIGN_CONFIG=/design/flow/config.mk WORK_HOME=/design/flow/orfs finish
==> job_summary.md <==
### Metrics collected by this job

| Metric | Value |
|---|---|
| Cell type with the largest total area | dfrtp_1 |
| Drt pass-1 iters | 4 |
| IO buf count | 66 |
| Lkg Pwr | 0.002163 µW |
| Number of gates resized after cts | 0 |
| Crit end category | register |
| Hold_buf cts | 0 |
| First-pass GRT wire length | 11.45 mm |
| Worst clock skew | 0.005485 ns |
| Vias in the first global route | 2315 |
| DRT antenna net count | 0 |
| Inserted Diodes | 0 |
| HP Class | register to register |
| Inserted Clock Buffers | 9 |
| Unique cell type count in the Yosys netlist | 31 |
| Chip area in the Yosys report | 0.003400 mm² |
| Final cell count without fillers | 507 |
| Startpoint Class | input pin |
| Tool warning count | 26 |
| Cell area after synthesis | 0.003400 mm² |
| Core region area | 0.01094 mm² |
| Vias per inst | 4.578 |
| Final worst-path cycle share | 47.91% |
| DP Wirelength | 4.945 mm |
| Critical Path AT | 4.62 ns |
| Total power draw | 1397 µW |
| Layout Utilization | 40.73% |
| Setup TNS | 0 ns |
| CP Max Fanout | 32 |
| Buffer and inverter count on the worst path | 1 |
| DR iter-0 viols | 82 |
| CP required | 9.41 ns |
| Area Growth Syn to Fin | 31.03% |
| CP max-delay cell | a31o_4 |
| Top FF cell, synth | dfrtp_1 |
| Critical path, cell by cell | clkdlybuf4s50_1 -> ha_1 -> a211oi_1 -> nor2_1 -> o31a_1 -> o41ai_1 -> a31o_4 -> mux2_2 |
| Delay-heaviest family, CP | AND-OR/OR-AND gates |
| Yosys cell count | 294 |
| Fp util | 31.09% |
| Post-synth top cells | dfrtp_1, inv_1, nand2_1 |
| Final Setup Violations | 0 |
| Flops out of synthesis | 67 |
| Die Y-Extent | 108.5 µm |
| Placement Rows | 38 |
| Layout cell share with drive strength beyond 1 | 15.26% |
| Global placement routability congestion | 0.8098 |
| Mean Syn Cell Area | 11.56 µm² |
| CTS sink count | 67 |
| Min Hold Slack | 0.4779 ns |
| Maximum root-to-sink buffer count | 2 |
| Die Wd | 108.5 µm |
| Slew headroom | 53.94% |
| Top area cell types | dfrtp_1, mux2_4, ha_1 |
| Fmax | 0.2269 GHz |
| Final-report hold violation count | 0 |
| DRC viols | 0 |
| Most common cell in the netlist | dfrtp_1 |
| Placed Instances | 492 |
| Synthesized instance count | 294 |
| Worst-margin pin slew | 0.6909 ns |
| GRT overflow | 0 |
| CP max stage delay | 0.67 ns |
| Clock Pin Slew Worst Setup and Hold Paths | 0.05 ns |
| Initial antenna violation count | 0 |
| Max Slew Vio Count | 0 |
| Via Count | 2321 |
| IO Pins | 67 |
| Die area | 0.01176 mm² |
| Outcome | completed |
| Final Critical Period | 4.408 ns |
| Setup Fix Bufs, Post-CTS | 0 |
| Power per Cell Area | 313.7 mW/mm² |
| Max H-tree Level | 3 |
| Yosys Warn Count | 1 |
| TritonCTS clock tree | built |
| # Max-Cap Violations | 0 |
| Ys async rst share | 100.0% |
| WS Path Type | input pin to register |
| Clk latency late pin | 0.32 ns |
| WL final | 6.888 mm |
| Sequential share of the synthesized area | 49.39% |
| Total GRT Usage | 12.83% |
| CTS root buf | clkbuf_16 |
| Maximum ir drop on the vdd rail | 0.1193 mV |
| Pin count of the biggest net entering global routing | 41 |
| RSZ-0062 raised after global routing | no |
| Post-synth EDFFs | 0 |
| Routed wire length per instance | 13.59 µm |
| Max-area cell share | 47.85% |
## per-layer routing
metal  global-route usage [%]  part of all wire [%]  vias up
met5                        0                     0        -
met4                    2.027                   1.5        0
met3                    2.270                   4.5       10
met2                    17.99                    44       53
met1                    21.38                    50     1109
li1                         -                     -     1149
## where the power goes
part | switching [µW] | internal (µW) | total (µW)
Sequential | 73.8 | 440 | 514
Clock | 115 | 187 | 301
Combinational | 233 | 348 | 582
Total | 422 | 975 | 1400
## kinds of logic after synthesis
group,synth area share [%]
fa+ha+maj,12.51
mux,14.87
buf+inv,5.631
simple gates,7.619
compound gates,9.717
flops,49.39
xor+xnor,0.2577
## through the flow
step	area [µm²]	setup slack, ns
after detailed placement	4193	4.418
after CTS	4454	4.737
final	4454	4.792
after global routing	4454	4.557
after global placement	4193	4.506
after floorplan	3400	5.457
## registers in the layout, indices dropped and copies added, names as in the netlist
name,count
count,3
max_val,32
temp_max,32
## final timing paths
| kind | slack, ns | startpoint | to | cells past startpoint |
|---|---|---|---|---|
| setup reg to reg | 6.38 | temp_max[4] | temp_max[4] | 8 |
| hold reg to reg | 0.48 | max_val[6] | max_val[6] | 2 |
| hold / removal | 0.48 | max_val[6] | max_val[6] | 2 |
| setup / recovery | 4.79 | data_in[4] | temp_max[4] | 8 |
| min in group asynchronous | 1.93 | rst | max_val[29] | 2 |
| max in group asynchronous | 6.34 | rst | temp_max[12] | 3 |
## worst reg2reg max path, stage by stage, from the launching register on
cell      delay [ns]
dfrtp_1         0.34
inv_1           0.06
ha_1            0.30
a211oi_1        0.24
nor2_1          0.08
o31a_1          0.25
o41ai_1         0.36
a31o_4          0.67
mux2_2          0.41
## area by class of cell
cell class                 count  area, µm²
clock inverter                 3      15.01
clock buffer                  12      246.5
fill                        1006       6481
tap                          140      175.2
sequential                    67       1679
timing repair buffer          68      675.6
multi-input combinational    182       1531
inverter                      35      131.4
## cell usage in the layout (no fill, tap or decap), types with 2 or more instances in the layout
| master | instances |
|---|---|
| clkdlybuf4s50_1 | 66 |
| dfrtp_1 | 65 |
| nand2_1 | 34 |
| o21ai_0 | 34 |
| inv_1 | 34 |
| ha_1 | 34 |
| mux2_4 | 30 |
| a21oi_1 | 11 |
| clkbuf_16 | 9 |
| nand4_1 | 6 |
| a21o_1 | 4 |
| nand3_1 | 4 |
| mux2_2 | 4 |
| nor2_1 | 3 |
| clkinv_2 | 3 |
| a211oi_1 | 2 |
| clkbuf_1 | 2 |
| dfstp_2 | 2 |
| buf_4 | 2 |
Power is estimated from default activity; no workload was simulated.

[/design/flow/constraint.sdc]
current_design IEEE_754_expFunction

set clk_period 3.3
set clk_io_pct 0.2

create_clock -name clk0 -period $clk_period

set non_clock_inputs [all_inputs -no_clocks]
set_input_delay [expr $clk_period * $clk_io_pct] -clock clk0 $non_clock_inputs
set_output_delay [expr $clk_period * $clk_io_pct] -clock clk0 [all_outputs]
[/design/flow/design.v]
`timescale 1ns / 1ps
module IEEE_754_expFunction (
    input wire [7:0] x,       
    output reg [31:0] exp_out  
);
    reg [31:0] exp_lut [0:255];  
    integer i;
    initial begin
        exp_lut[0]  = 32'h3F800000;  
        exp_lut[1]  = 32'h402DF854;  
        exp_lut[2]  = 32'h4085A3D7;  
        exp_lut[3]  = 32'h40AF67A6;  
        exp_lut[4]  = 32'h40F5E621;  
        exp_lut[5]  = 32'h4144A570;  
        exp_lut[6]  = 32'h419A209B;  
        exp_lut[7]  = 32'h41FCE15D;  
        exp_lut[8]  = 32'h4262D374;  
        exp_lut[9]  = 32'h42CCCE2B;  
        exp_lut[10] = 32'h43371B42;  
        for (i = 11; i < 256; i = i + 1) begin
            exp_lut[i] = 32'h7F800000;  
        end
    end
    always @(*) begin
        exp_out = exp_lut[x];  
    end
endmodule
[/design/flow/run.sh]
#!/bin/bash
# OpenROAD 26Q1-2900-gdf79404cd8, Yosys 0.63+post, stock flow scripts
make -C /OpenROAD-flow-scripts/flow DESIGN_CONFIG=/design/flow/config.mk WORK_HOME=/design/flow/orfs finish
[/design/flow/config.mk]
export PLATFORM = sky130hd
export DESIGN_NAME = IEEE_754_expFunction
export DESIGN_NICKNAME = IEEE_754_expFunction
export VERILOG_FILES = /design/flow/design.v
export SDC_FILE = /design/flow/constraint.sdc
export NUM_CORES = 4
export LEC_CHECK = 1
export CORE_AREA = 10 10 70 70
export DIE_AREA = 0 0 80 80
export SYNTH_MEMORY_MAX_BITS = 65536
==> run_results.csv <==
group,metric,value,unit
drt,via_count,837,
floorplan,io_pins,40,
synth,yosys.area.top_type,"ha_1",
setup_path,critPathKind,"in2out",
layout,flops,0,
layout,design_area,1140,um^2
layout,fill_cells,376,
place,dpl.hpwl,1950,um
power_and_ir_drop,p_total,0.0908,mW
drt,avgViaCountPerCell,4.41,
global_route,grt_first_pass_wirelength,3820,um
synth,yosys_warnings,1,
drt,drcViolationCount,0,
floorplan,rows,21,
layout,drive_gt1_frac,0.125,
global_route,grt_pass1_vias,813,
setup_path,required,2.64,ns
sta,fin_setup_tns,0,ns
floorplan,die_w,80,um
sta,period_needed,3.19,ns
power_and_ir_drop,power_frac_clock,0,
place,port_buffers,39,
place,gp_routability_congestion,0.868,
floorplan,chipArea,6400,um^2
power_and_ir_drop,p_sw_frac,0.485,
drt,wl_per_cell,12.6,um
drt,antennaDiodeCount,0,
job,tool_warnings,39,
sta,drv_slew,0,
layout,logic_area,609,um^2
floorplan,initCoreUtil,0.198,
sta,finalHoldViolations,0,
synth,topCellsByArea,"ha_1, a21oi_1, a21o_1",
setup_path,crit_arrival,2.53,ns
synth,yosys-top-cells-count,"a21oi_1, nand2_1, nand2b_1",
synth,ys_seq_share,0,
sta,clock.fmax,313,MHz
synth,ys_area,676,um^2
global_route,overflow,0,
drt,wirelength,2400,um
sta,finalWorstSetupSlack,0.107,ns
synth,ys_cells,107,
global_route,grt_max_degree,24,
sta,fin_crit_sh,0.968,
floorplan,core,3420,um^2
setup_path,end_kind,"output pin",
place,dp_cells,190,
floorplan,die.size.y,80,um
synth,netlist_area,676,um^2
power_and_ir_drop,internal-power,0.0468,mW
power_and_ir_drop,cellPowerDensity,79.3,nW/um^2
synth,avgSynthCellArea,6.31,um^2
power_and_ir_drop,worst_ir_drop_vdd,0.0250,mV
drt,drt_iter0_drc,57,
setup_path,start_kind,"input port",
worst_hold_path,hp-class,"in2out",
synth,synth_dominant_cell_count,"a21oi_1",
drt,first_pass_iters,4,
drt,ant_nets,0,
layout,area.growth.synth_to_final,69.4,%
setup_path,cp_max_fo,21,
place,pre_cts_slack,0.0344,ns
global_route,globalRouteTotalUtil,0.0702,
synth,top_area_frac,0.148,
synth,postSynthCellCount,107,
sta,grt_setup_unrepaired,"no",
status,status,"completed",
layout,flop_area,0,um^2
global_route,antenna_found_initial,0,
power_and_ir_drop,pwr-share-comb,1.000,
sta,setup_viol,0,
job,maxCapViolations,0,
place,postPlaceCellArea,1120,um^2
power_and_ir_drop,p_seq_frac,0,
synth,synth.distinct_cells,27,
layout,fin_cells,190,
layout,clkbuf_count,0,
power_and_ir_drop,p_leak,0.455,nW
power_and_ir_drop,switchingPower,0.0440,mW
-- critical path, stage by stage --
cell and delay, ns:
clkdlybuf4s50_1 0.44, or4_4 0.66, or3_1 0.35, clkdlybuf4s50_1 0.42
-- placed cells by master (no fill, tap or decap) --
cell	synthesis	final
clkdlybuf4s50_1	0	37
a21oi_1	16	16
nand2_1	14	14
nand2b_1	10	10
a21o_1	9	9
buf_4	4	9
nor2b_1	8	7
ha_1	8	7
nor2_1	5	5
o21ai_0	4	4
nand3_1	4	4
nor3_1	3	3
inv_2	0	2
inv_1	4	2
dlymetal6s2s_1	0	2
or4_4	1	1
nor2b_2	0	1
or2_4	0	1
nor4_2	1	1
a31oi_1	1	1
o32ai_1	1	1
nor3_2	1	1
o22ai_1	1	1
nor4b_4	1	1
or3_1	1	1
mux2i_1	1	1
ha_4	0	1
conb_1	1	1
-- metal layers --
layer  wire length [um]  track usage  vias up
met2                997        0.107       30
met1               1130       0.0969      367
met5                  0            0        -
met3                270       0.0261        0
li1                   -            -      440
met4                  0      0.00176        0
-- repair_timing --
item | CTS | global route
hold buffers | 0 | 0
endpoints found under the setup margin | 0 | 11
gates resized | 0 | 8
setup buffers | 0 | 0
-- through the flow --
stage	util	hold WS [ns]
2_1_floorplan	-	1.38
3_3_place_gp	0.329	2.51
3_5_place_dp	0.329	2.49
4_1_cts	0.329	2.50
5_1_grt	0.335	2.01
6_report	0.335	1.91
-- path summary, 6_finish.rpt --
| check | start | end | slack [ns] | depth (start not counted) |
|---|---|---|---|---|
| max | x[5] | exp_out[25] | 0.11 | 4 |
| min | x[7] | exp_out[15] | 1.91 | 4 |
-- logic make-up after synthesis --
family	share of synthesized area
buf+inv	0.124
fa+ha+maj	0.148
mux	0.0148
simple gates	0.428
compound gates	0.280
other cells	0.00555
-- power by group through the flow --
stage / combinational, mW / sequential, mW / clock (mW)
4_1_cts: 0.0876 / 0 / 0
5_1_grt: 0.101 / 0 / 0
6_report: 0.0908 / 0 / 0
-- layout make-up --
| cell class | instances | share of cell area |
|---|---|---|
| multi-input cells | 92 | 0.532 |
| repair buffers | 48 | 0.404 |
| inverters | 4 | 0.0131 |
| well taps | 46 | 0.0503 |
Power and IR drop assume default switching activity.
